===== config.mk =====
export PLATFORM = sky130hd
export DESIGN_NAME = SkidBuffer
export DESIGN_NICKNAME = SkidBuffer
export VERILOG_FILES = /design/flow/design.v
export SDC_FILE = /design/flow/constraint.sdc
export NUM_CORES = 4
export LEC_CHECK = 1
export CORE_AREA = 10 10 73 73
export DIE_AREA = 0 0 83 83

===== constraint.sdc =====
current_design SkidBuffer

set clk_period 1.7
set clk_io_pct 0.2

create_clock -name clk0 -period $clk_period [get_ports {clk}]

set non_clock_inputs [all_inputs -no_clocks]
set_input_delay [expr $clk_period * $clk_io_pct] -clock clk0 $non_clock_inputs
set_output_delay [expr $clk_period * $clk_io_pct] -clock clk0 [all_outputs]

===== design.v =====
`default_nettype none
module SkidBuffer # (
  parameter int DLEN    = 8  
)(
  input var                     clk,
  input var                     rstn,
  input var                     i_valid,
  output var logic              o_ready,
  input var         [DLEN-1:0]  i_data,
  output var logic              o_valid,
  input var                     i_ready,
  output var logic  [DLEN-1:0]  o_data
);
logic ihs;
logic valid_buf;
always_ff @(posedge clk) begin
  if (!rstn) begin
    valid_buf <= 0;
  end else begin
    if (ihs && !i_ready) begin
      valid_buf <= 1;
    end else if (i_ready) begin
      valid_buf <= 0;
    end else begin
      valid_buf <= valid_buf;
    end
  end
end
always_comb begin
  o_ready = ~valid_buf;
end
logic ohs;
always_comb begin
  ihs = i_valid & o_ready;
  ohs = o_valid & i_ready;
end
logic [DLEN-1:0] data_buf;
always_ff @(posedge clk) begin
  if (!rstn) begin
    data_buf <= 0;
  end else begin
    if (i_valid && !i_ready) begin
      data_buf <= i_data;
    end else if (ohs) begin
      data_buf <= 0;
    end else begin
      data_buf <= data_buf;
    end
  end
end
always_comb begin
  o_valid = i_valid | valid_buf;
end
always_comb begin
  if (valid_buf) begin
    o_data = data_buf;
  end else if (i_valid) begin
    o_data = i_data;
  end else begin
    o_data = 0;
  end
end
endmodule

===== run.sh =====
#!/bin/bash
# OpenROAD 26Q1-2900-gdf79404cd8, Yosys 0.63+post, stock flow scripts
make -C /OpenROAD-flow-scripts/flow DESIGN_CONFIG=/design/flow/config.mk WORK_HOME=/design/flow/orfs finish

==> qor.yml <==
status:
  status: "finished clean"
final_layout:
  area_growth_pct: 77.7
  drive_gt1_share_pct: 22.0
  layout_top_cell: "nand2_1"
  final_cells: 139
  fill_cells: 433
  lay_top_cells: "24 x nand2_1, 11 x clkdlybuf4s50_1, 11 x buf_4"
final_timing:
  worst_slew_pin_slew_ps: 241
  finalMaxSlewViolations: 0
  rsz0062_at_grt: "no"
  fin_crit_ps: 1560
  finalSetupViolations: 0
  fin_crit_sh_pct: 92.1
  slew_headroom_pct: 84.0
  skew_ps: 1.70
  final-hold-violation-count: 0
  fmax_ghz: 0.639
placement:
  dp.final_hpwl_um: 1160
  port_buffers: 21
  placed_cells: 135
  gp_congestion: 0.742
floorplan:
  fp_util_pct: 12.3
  io_pins: 22
  rows: 22
  die_area_um2: 6890
  die_y_um: 83
  dieWidth_um: 83
  core-area_um2: 3740
detailed_routing:
  drc: 0
  antenna_cells: 0
  num_vias: 503
  wl_per_cell_um: 10.1
  postRouteAntennaNets: 0
  first_iter_violations: 3
  drtPass1Iterations: 2
  wl_um: 1410
  avgViaCountPerCell: 3.62
cts:
  clockBufferDepth: 2
  cts_max_level: 1
  clock-sinks: 9
  cts_buffers: 3
  clock-root-buffer: "clkbuf_8"
  cts_setup_buffers: 0
  cts_tree: "built"
  clk_pin_slew_worst_paths_ps: 40
  clock_latency_ps: 230
synthesis:
  muxShareOfSynthArea_pct: 0
  synth_area_um2: 460
  synthXorXnorAreaFrac_pct: 0
  numSynthFlops: 9
  aoi_share_pct: 24.2
  ys_types: 13
  synth-simple-area-share_pct: 25.8
  ys_cells: 59
  ys_sh_adder_pct: 0
  synthTopLogicFamily: "simple AND/OR/NAND/NOR gates"
  yosysWarnings: 1
  ys_chip_area_um2: 460
  netlist_instances: 59
  avgSynthCellArea_um2: 7.80
  synth_seq_share_pct: 39.1
power_and_ir_drop:
  leakage_nw: 0.348
  total_power_mw: 0.582
  sw_frac_of_total_pct: 21.9
  clkPwrFrac_pct: 42.2
  p_int_mw: 0.454
  peakVddDrop_v: 0.000274
  power_frac_comb_pct: 19.3
  p_switching_mw: 0.128
  power.density_nw_per_um2: 711
  power_frac_seq_pct: 38.6
grt:
  grt_pass1_wl_um: 2290
  met2_usage_pct: 6.22
  grtUsageTotal_pct: 3.88
  use_met3_pct: 1.38
  grt_overflow: 0
  grt_pass1_vias: 491
  met1_usage_pct: 4.83
  gr-max-usage-layer: "met2"
  antenna_found_initial: 0
  grt_max_degree: 11
worst_setup_path:
  crit_type: "in2out"
  arrival_ps: 1220
  crit_path_end_kind: "output port"
  start_kind: "input port"
  required_ps: 1360
  cp_max_fo: 2
flow_run:
  warnings: 26
  maxCapViolCount: 0
hold_path:
  min_path_type: "reg2reg"
==> flip-flops by register name, summed over array words and instances, names as in the netlist <==
signal and flops:
data_buf 8, valid_buf 1
==> worst max-delay path, stage by stage <==
cell             delay (ps)
clkdlybuf4s50_1         450
nand2_1                  60
o21ai_0                 140
dlygate4sd2_1           230
==> synthesized netlist by cell type <==
cell      count  share of area, %
nand2b_2      1               1.9
inv_1         1              0.81
nand2_1      24                20
buf_4         1               1.6
o21ai_0       8               8.7
buf_6         3               7.3
o22ai_2       1               2.7
a21o_4        1               3.3
buf_2         1               1.1
nor2b_4       1               3.0
o22ai_1       7               9.5
or2_1         1               1.4
dfxtp_1       9                39
==> per-layer routing <==
| metal | up-vias | wire length (um) |
|---|---|---|
| met3 | 4 | 77 |
| met5 | - | 0 |
| met2 | 14 | 612 |
| li1 | 265 | - |
| met4 | 0 | 23 |
| met1 | 220 | 693 |
==> cell families after synthesis <==
family,after synthesis
AND/OR/NAND/NOR,27
flip-flops,9
buffers and inverters,6
AND-OR/OR-AND,17
==> final cells by class <==
cell class,count,area (um^2),share of cell area [%]
Inverter,1,3.75,0.459
Sequential cell,9,180,22.0
Timing Repair Buffer,33,295,36.1
Multi-Input combinational cell,44,234,28.6
Tap cell,48,60.1,7.34
Clock buffer,4,45.0,5.50
==> final timing paths <==
kind / start / end / slack [ps] / cells past startpoint
min: data_buf[5] / data_buf[5] / 470 / 2
max: i_data[4] / o_data[4] / 140 / 4
min reg2reg: data_buf[5] / data_buf[5] / 470 / 2
max reg2reg: valid_buf / valid_buf / 760 / 3
==> timing repair <==
action                     in CTS  in global routing
gates cloned                    0                  0
hold buffers                    0                  0
resized                        16                  2
pin swaps                       2                  0
setup endpoints to repair       9                  1
==> through the flow <==
step	TNS (ps)	util [%]	instance area [um^2]	setup WS [ps]	hold WS [ps]
2_1_floorplan	0	-	460	696	447
3_3_place_gp	-2850	20.7	774	-344	456
3_5_place_dp	-2870	20.7	774	-342	464
4_1_cts	-132	21.7	812	-132	470
5_1_grt	0	21.9	818	12.6	481
6_report	0	21.9	818	135	469
==> power by group through the flow <==
stage | clock network [mW] | logic [mW] | registers (mW)
5_1_grt | 0.262 | 0.125 | 0.225
4_1_cts | 0.251 | 0.115 | 0.224
6_report | 0.245 | 0.112 | 0.224
Power and IR drop assume default switching activity.
