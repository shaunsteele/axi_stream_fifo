<file path="design/flow/config.mk">
export PLATFORM = sky130hd
export DESIGN_NAME = FifoCore
export DESIGN_NICKNAME = FifoCore
export VERILOG_FILES = /design/flow/design.v
export SDC_FILE = /design/flow/constraint.sdc
export NUM_CORES = 4
export LEC_CHECK = 1
export CORE_UTILIZATION = 40
</file>
<file path="design/flow/constraint.sdc">
current_design FifoCore

set clk_period 38.3
set clk_io_pct 0.2

create_clock -name clk0 -period $clk_period [get_ports {clk}]

set non_clock_inputs [all_inputs -no_clocks]
set_input_delay [expr $clk_period * $clk_io_pct] -clock clk0 $non_clock_inputs
set_output_delay [expr $clk_period * $clk_io_pct] -clock clk0 [all_outputs]
</file>
<file path="design/flow/design.v">
`default_nettype none
module FifoCore # (
  parameter int ALEN = 8,
  parameter int DLEN = 8,
  parameter int INCR = 1
)(
  input var                     clk,
  input var                     rstn,
  input var                     i_wen,
  input var         [DLEN-1:0]  i_wdata,
  output var logic              o_wfull,
  output var logic              o_woverflow,
  input var                     i_ren,
  output var logic  [DLEN-1:0]  o_rdata,
  output var logic              o_rempty,
  output var logic              o_runderflow
);
logic [ALEN-1:0]  waddr;
logic [ALEN:0]    wptr;
logic [ALEN-1:0]  raddr;
logic [ALEN:0]    rptr;
logic ram_wen;
WrPtr # (
  .ALEN (ALEN),
  .INCR (INCR)
) u_WR (
  .clk          (clk),
  .rstn         (rstn),
  .i_wen        (i_wen),
  .o_waddr      (waddr),
  .o_wptr       (wptr),
  .i_rptr       (rptr),
  .o_wfull      (o_wfull),
  .o_woverflow  (o_woverflow),
  .o_ram_wen    (ram_wen)
);
logic ram_ren;
RdPtr # (
  .ALEN (ALEN),
  .INCR (INCR)
) u_RD (
  .clk          (clk),
  .rstn         (rstn),
  .i_ren        (i_ren),
  .o_raddr      (raddr),
  .o_rptr       (rptr),
  .i_wptr       (wptr),
  .o_rempty     (o_rempty),
  .o_runderflow (o_runderflow),
  .o_ram_ren    (ram_ren)
);
SdpRam1 # (
  .DLEN (DLEN),
  .ALEN (ALEN),
  .OREG (1)
) u_RAM (
  .clk      (clk),
  .rstn     (rstn),
  .i_wen    (ram_wen),
  .i_waddr  (waddr),
  .i_wdata  (i_wdata),
  .i_ren    (ram_ren),
  .i_raddr  (raddr),
  .o_rdata  (o_rdata)
);
endmodule
`default_nettype none
module RdPtr # (
  parameter int ALEN = 8,
  parameter int INCR = 1
)(
  input var                     clk,
  input var                     rstn,
  input var                     i_ren,
  output var logic  [ALEN-1:0]  o_raddr,
  output var logic  [ALEN:0]    o_rptr,
  input var         [ALEN:0]    i_wptr,
  output var logic              o_rempty,
  output var logic              o_runderflow,
  output var logic              o_ram_ren
);
logic [ALEN:0]  next_rptr;
always_comb begin
  next_rptr = o_rptr + INCR[ALEN:0];
end
logic next_rempty;
always_comb begin
  next_rempty = next_rptr == i_wptr;
end
always_comb begin
  o_ram_ren = i_ren & ~o_rempty;
end
logic [ALEN:0]  rptr_d;
always_comb begin
  if (o_ram_ren) begin
    rptr_d = o_rptr + INCR[ALEN-1:0];
  end else begin
    rptr_d = o_rptr;
  end
end
always_ff @(posedge clk) begin
  if (!rstn) begin
    o_rptr <= 0;
  end else begin
    o_rptr <= rptr_d;
  end
end
assign o_raddr = o_rptr[ALEN-1:0];
always_ff @(posedge clk) begin
  if (!rstn) begin
    o_rempty <= 1;
  end else begin
    if (o_rempty) begin
      o_rempty <= i_wptr == o_rptr;
    end else begin
      o_rempty <= next_rempty & i_ren;
    end
  end
end
always_ff @(posedge clk) begin
  if (!rstn) begin
    o_runderflow <= 0;
  end else begin
    if (i_ren & o_rempty) begin
      o_runderflow <= 1;
    end else begin
      o_runderflow <= o_runderflow;
    end
  end
end
endmodule
`default_nettype none
module SdpRam1 # (
  parameter int DLEN = 8,
  parameter int ALEN = 1,
  parameter bit OREG = 1
)(
  input var                     clk,
  input var                     rstn,
  input var                     i_wen,
  input var         [ALEN-1:0]  i_waddr,
  input var         [DLEN-1:0]  i_wdata,
  input var                     i_ren,
  input var         [ALEN-1:0]  i_raddr,
  output var logic  [DLEN-1:0]  o_rdata
);
logic [DLEN-1:0] ram[2 ** ALEN];
always_ff @(posedge clk) begin
  if (i_wen) begin
      ram[i_waddr[ALEN-1:0]] <= i_wdata[DLEN-1:0];
  end else begin
    ram[i_waddr] <= ram[i_waddr];
  end
end
generate
  if (OREG) begin: g_ff
    always_ff @(posedge clk) begin
      if (!rstn) begin
        o_rdata <= 0;
      end else begin
        if (i_ren) begin
          o_rdata <= ram[i_raddr[ALEN-1:0]];
        end else begin
          o_rdata <= o_rdata;
        end
      end
    end
  end else begin: g_comb
    always_comb begin
      if (i_ren) begin
          o_rdata = ram[i_raddr[ALEN-1:0]];
      end else begin
        o_rdata = 0;
      end
    end
  end
endgenerate
endmodule
`default_nettype none
module WrPtr # (
  parameter int ALEN = 8,
  parameter int INCR = 1
)(
  input var                     clk,
  input var                     rstn,
  input var                     i_wen,
  output var logic  [ALEN-1:0]  o_waddr,
  output var logic  [ALEN:0]    o_wptr,
  input var         [ALEN:0]    i_rptr,
  output var logic              o_wfull,
  output var logic              o_woverflow,
  output var logic              o_ram_wen
);
logic [ALEN:0]  next_wptr;
always_comb begin
  next_wptr = o_wptr + INCR[ALEN:0];
end
logic next_wfull;
always_comb begin
  next_wfull = {~next_wptr[ALEN], next_wptr[ALEN-1:0]} == i_rptr;
end
always_comb begin
  o_ram_wen = i_wen & ~o_wfull;
end
logic [ALEN:0]  wptr_d;
always_comb begin
  if (o_ram_wen) begin
    wptr_d = next_wptr;
  end else begin
    wptr_d = o_wptr;
  end
end
always_ff @(posedge clk) begin
  if (!rstn) begin
    o_wptr <= 0;
  end else begin
    o_wptr <= wptr_d;
  end
end
assign o_waddr = o_wptr[ALEN-1:0];
always_ff @(posedge clk) begin
  if (!rstn) begin
    o_wfull <= 0;
  end else begin
    if (o_wfull) begin
      o_wfull <= i_rptr == {~o_wptr[ALEN], o_wptr[ALEN-1:0]};
    end else if (next_wfull) begin
      o_wfull <= i_wen;
    end else begin
      o_wfull <= o_wfull;
    end
  end
end
always_ff @(posedge clk) begin
  if (!rstn) begin
    o_woverflow <= 0;
  end else begin
    if (i_wen & o_wfull) begin
      o_woverflow <= 1;
    end else begin
      o_woverflow <= o_woverflow;
    end
  end
end
endmodule
</file>
<file path="design/flow/run.sh">
#!/bin/bash
# OpenROAD 26Q1-2900-gdf79404cd8, Yosys 0.63+post, stock flow scripts
make -C /OpenROAD-flow-scripts/flow DESIGN_CONFIG=/design/flow/config.mk WORK_HOME=/design/flow/orfs finish
</file>
==> Changelog: implementation <==
### Metrics

- Insertion Delay late pin: 0.86 ns
- First-pass GRT wire length: 311,000 microns
- Slowest CP cell: nand3_1
- CP most frequent cell: buf_4
- Gr usage total: 23.2%
- Slew HR: 31.3%
- Total CTS buffers: 202
- Core area: 0.203 sq mm
- Area leader share: 75.1%
- Yosys top cell by area: edfxtp_1
- Top Ports: 24
- Leakage: 0.0278 uW
- Vias in the first global route: 44,500
- Vias per inst: 5.72
- Largest net degree at the start of global routing: 97
- Max-slew violations: 0
- Hold/Removal Path Class: flop to flop
- CP arrival: 10.63 ns
- Met3 WL: 35,900 microns
- DR WL/cell: 30.4 microns
- Cells after DPL: 6,658
- Drt pass-1 iters: 5
- Antenna viol nets, final: 0
- Post-CTS Hold Buffers: 0
- Hold Vio Cnt, Final: 0
- CTS tree: built
- Ys async rst share: 0%
- Fin Hold WS: 0.559 ns
- Clk sinks: 2,078
- RD Place Congestion: 0.930
- Fmax: 98.5 MHz
- Setup bufs post-CTS: 0
- Seq share, synth: 75.8%
- Cell Pwr Density: 52.5 mW/mm^2
- Setup crit end kind: flop
- Cts repair resizes: 0
- Port Buf Inserts: 23
- EDFF count, synth: 2,048
- Die Size: 0.207 sq mm
- Yosys warnings: 3
- Worst Setup Start Kind: input port
- Yosys stat area: 0.0819 sq mm
- Area Growth Syn to Fin: 12.3%
- Worst endpoint required time: 38.77 ns
- Unrepaired setup endpoints after global routing: false
- Final TNS setup: 0 ns
- Via Count: 40,200
- Ys flops: 2,078
- Worst-path cell chain: clkdlybuf4s50_1 -> nor2b_2 -> buf_4 -> nand3_1 -> buf_4 -> nor2_1
- Critical path class: input port to flop
- Post-Route M1 WL: 69,600 microns
- Fin crit period: 10.16 ns
- # setup viols final: 0
- OpenROAD warnings: 29
- Clock Path Buffers: 3
- Peak supply drop: 0.0396 mV
- DR iter-0 viols: 2,977
- H-tree depth: 4
- Die width: 455 microns
- Die Span Y: 455 microns
- CP peak stage delay: 0.72 ns
- Worst Skew: 0.0748 ns
- WL met2: 98,900 microns
- Commonest flop: edfxtp_1
- Clock Root Buffer: clkbuf_16
- Top sig layer: met5
- Syn Inst Count: 4,089
- Initial antenna violation count: 6
- Status: finished, final reports clean
- Post-layout util: 45.3%
- DRT Wirelength: 214,000 microns
- # rows: 165
- Maxcap violations: 0
- Final Total Pwr: 4830 uW
- Worst-path clk slew: 0.06 ns
- Period Utilization, post-route: 26.5%
- Synthesized area per cell: 20.0 sq um
- Layout cell share with drive strength beyond 1: 20.7%
- Non-filler cells, final: 7,040
- Post-synth design cell area: 0.0819 sq mm
- Synth unique cells: 68
- DRC: 0
- Cell area leaders: edfxtp_1 75%, mux4_2 11%, mux2i_1 2.9%
- Max FO, Critical Path: 25
- Worst-Margin Slew: 1.00 ns
- Yosys cell count: 4,089
- FP Util: 40.4%
- DP HPWL: 134,000 microns
- Gr ovfl total: 0
==> worst max-delay path: cells and delay by family <==
kind	cells	cell delay, ns
simple gates	3	1.48
buf+inv	3	1.47
==> per-stage QoR <==
step           area [sq um]  worst slack (ns)
4_1_cts               92000             28.22
3_5_place_dp          85100             27.30
5_1_grt               92000             28.07
6_report              92000             28.14
2_1_floorplan         81900             28.87
3_3_place_gp          85100             27.34
==> cell usage after synthesis (all sizes together), types with 7 or more instances <==
cell / instances
nand3: 78
o22a: 8
nor3: 27
nor2b: 19
mux2: 29
a21oi: 57
a22oi: 72
xor2: 12
nand4: 15
a31oi: 13
nand2: 110
or3: 8
o221ai: 17
nor4: 8
a2111oi: 10
dfxtp: 30
and2: 24
xnor2: 19
nor2: 322
a211oi: 24
buf: 143
inv: 7
mux2i: 237
o21ai: 53
nand2b: 14
o22ai: 38
a221oi: 13
o32ai: 8
clkbuf: 118
mux4: 428
edfxtp: 2048
o211ai: 18
==> power by group <==
part | internal, uW | switching [uW] | leakage [uW]
clock | 1160 | 871 | 0.00331
combinational | 117 | 173 | 0.00582
sequential | 2500 | 5.90 | 0.0187
total | 3780 | 1050 | 0.0278
==> cell usage in the layout, fill, tap and decap left out, types with 9 or more instances in the layout <==
cell type,count
edfxtp_1,2048
mux4_2,403
nor2_1,321
mux2i_1,237
clkbuf_16,202
buf_4,124
nand2_1,110
nand3_1,77
a22oi_1,71
a21oi_1,57
o21ai_0,52
clkinv_1,45
o22ai_1,38
clkinv_2,36
mux2_2,29
clkbuf_1,28
bufinv_16,27
nor3_1,26
mux4_1,25
a211oi_1,24
dfxtp_1,24
and2_1,22
xnor2_1,19
o211ai_1,18
o221ai_1,17
nand4_1,15
clkinvlp_4,15
clkdlybuf4s50_1,15
nor2b_1,14
nand2b_1,14
a31oi_1,13
a221oi_1,12
xor2_1,12
buf_12,11
a2111oi_0,9
==> area by class of cell <==
class | instances | area, sq um
repair buffers | 158 | 1420
inverters | 7 | 28.8
flip-flops and latches | 2078 | 62100
multi-input cells | 1743 | 18200
well taps | 2672 | 3340
clock buffers | 230 | 5160
diodes | 5 | 12.5
clock inverters | 147 | 1710
fillers | 16700 | 111000
==> routing by layer <==
layer | global-route usage, % | vias up
met3 | 17.4 | 420
met2 | 33.2 | 2606
met1 | 28.1 | 20100
met5 | 1.68 | -
met4 | 7.49 | 16
li1 | - | 17100
==> worst paths after layout <==
path / cells past startpoint / slack, ns / to / start
min: 2 / 0.56 / u_RD.o_runderflow / u_RD.o_runderflow
min reg2reg: 2 / 0.56 / u_RD.o_runderflow / u_RD.o_runderflow
max: 6 / 28.14 / u_RAM.ram[127][5] / i_wen
max reg2reg: 9 / 33.41 / u_RAM.o_rdata[6] / u_RD.o_rptr[0]
==> logic make-up (layout without fill, tap and decap cells) <==
group           after synthesis  count (layout)  synth area share [%]
other cells                   0               5                     0
xor+xnor                     31              31                 0.331
fa+ha+maj                     5               5                0.0764
compound gates              369             369                  3.13
simple gates                644             644                  3.46
flops                      2078            2078                  75.8
mux                         694             694                  15.2
buf+inv                     268             542                  2.03
==> sequential cells by signal (all words and copies together) (netlist names) <==
name               cells
u_RAM.o_rdata          8
u_RAM.ram           2048
u_RD.o_rempty          1
u_RD.o_rptr            9
u_RD.o_runderflow      1
u_WR.o_wfull           1
u_WR.o_woverflow       1
u_WR.o_wptr            9
Power is estimated from default activity; no workload was simulated.
